## /design/flow/constraint.sdc

```tcl
current_design sgnmpy_32x32

set clk_period 11.9
set clk_io_pct 0.2

create_clock -name clk0 -period $clk_period [get_ports {i_clk}]

set non_clock_inputs [all_inputs -no_clocks]
set_input_delay [expr $clk_period * $clk_io_pct] -clock clk0 $non_clock_inputs
set_output_delay [expr $clk_period * $clk_io_pct] -clock clk0 [all_outputs]
```

## /design/flow/run.sh

```bash
#!/bin/bash
# OpenROAD 26Q1-2900-gdf79404cd8, Yosys 0.63+post, stock flow scripts
make -C /OpenROAD-flow-scripts/flow DESIGN_CONFIG=/design/flow/config.mk WORK_HOME=/design/flow/orfs finish
```

## /design/flow/config.mk

```make
export PLATFORM = sky130hd
export DESIGN_NAME = sgnmpy_32x32
export DESIGN_NICKNAME = sgnmpy_32x32
export VERILOG_FILES = /design/flow/design.v
export SDC_FILE = /design/flow/constraint.sdc
export NUM_CORES = 4
export LEC_CHECK = 1
export CORE_UTILIZATION = 50
```

## /design/flow/design.v

```verilog
module	bimpy(i_clk, i_reset, i_ce, i_a, i_b, o_r);
	parameter	BW=18, LUTB=2;
	input				i_clk, i_reset, i_ce;
	input		[(LUTB-1):0]	i_a;
	input		[(BW-1):0]	i_b;
	output	reg	[(BW+LUTB-1):0]	o_r;
	wire	[(BW+LUTB-2):0]	w_r;
	wire	[(BW+LUTB-3):1]	c;
	assign	w_r =  { ((i_a[1])?i_b:{(BW){1'b0}}), 1'b0 }
				^ { 1'b0, ((i_a[0])?i_b:{(BW){1'b0}}) };
	assign	c = { ((i_a[1])?i_b[(BW-2):0]:{(BW-1){1'b0}}) }
			& ((i_a[0])?i_b[(BW-1):1]:{(BW-1){1'b0}});
	initial	o_r = 0;
	always @(posedge i_clk)
		if (i_reset)
			o_r <= 0;
		else if (i_ce)
			o_r <= w_r + { c, 2'b0 };
endmodule
module sgnmpy_32x32(i_clk, i_reset, i_ce, i_a, i_b, i_aux, o_p, o_aux);
	parameter	NA=32, NB=32, DLY=6;
	input					i_clk, i_reset, i_ce;
	input		signed	[(NA-1):0]	i_a;
	input		signed	[(NB-1):0]	i_b;
	input					i_aux;
	output	reg	signed	[(NA+NB-1):0]	o_p;
	output	reg				o_aux;
	localparam NS = (NA < NB) ? NA : NB;
	localparam NL = (NA < NB) ? NB : NA;
	wire	[(NS-1):0]	i_s;	 
	wire	[(NL-1):0]	i_l;	 
	generate if (NA < NB)
	begin : BITADJ
		assign	i_s = i_a;
		assign	i_l = i_b;
	end else begin
		assign	i_s = i_b;
		assign	i_l = i_a;
	end endgenerate
	reg		[(NS-1):0]	u_s;
	reg		[(NL-1):0]	u_l;
	reg		[(DLY-1):0]	u_sgn;
	reg				u_aux;
	initial	u_aux = 1'b0;
	always @(posedge i_clk)
	if(i_reset)
			u_aux <= 1'b0;
		else if (i_ce)
			u_aux <= i_aux;
	initial	u_s = 0;
	initial	u_l = 0;
	always @(posedge i_clk)
	if(i_reset)
	begin
		u_s <= 0;
		u_l <= 0;
	end else if (i_ce)
	begin
		u_s <= (i_s[NS-1])?(-i_s):i_s;
		u_l <= (i_l[NL-1])?(-i_l):i_l;
	end
	initial	u_sgn = 0;
	always @(posedge i_clk)
	if(i_reset)
		u_sgn <= 0;
	else if (i_ce)
		u_sgn <= { u_sgn[(DLY-2):0], ((i_s[NS-1])^(i_l[NL-1])) };
	wire	[(NA+NB-1):0]	u_r;
	wire			w_aux;
	umpy_32x32	umpy(i_clk, i_reset, i_ce, u_s, u_l, u_aux, u_r, w_aux);
	initial	o_p = 0;
	always @(posedge i_clk)
	if(i_reset)
		o_p <= 0;
	else if (i_ce)
		o_p <= (u_sgn[DLY-1])?(-u_r):u_r;
	initial	o_aux = 1'b0;
	always @(posedge i_clk)
	if(i_reset)
		o_aux <= 1'b0;
	else if (i_ce)
		o_aux <= w_aux;
endmodule
module umpy_32x32(i_clk, i_reset, i_ce, i_a, i_b, i_aux, o_p, o_aux);
	parameter	NA=32, NB=32;
	input					i_clk, i_reset, i_ce;
	input		signed	[(NA-1):0]	i_a;
	input		signed	[(NB-1):0]	i_b;
	input					i_aux;
	output	reg	signed	[(NA+NB-1):0]	o_p;
	output	reg				o_aux;
	localparam NS = (NA < NB) ? NA : NB;
	localparam NL = (NA < NB) ? NB : NA;
	wire	[(NS-1):0]	i_s;	 
	wire	[(NL-1):0]	i_l;	 
	generate if (NA < NB)
	begin : BITADJ
		assign	i_s = i_a;
		assign	i_l = i_b;
	end else begin
		assign	i_s = i_b;
		assign	i_l = i_a;
	end endgenerate
	reg	A_0;
	wire	[33:0]	S_0_00;
	bimpy #(NB) initialmpy_0_0(i_clk, i_reset, i_ce, i_s[1:0], i_l, S_0_00);
	wire	[33:0]	S_0_01;
	bimpy #(NB) initialmpy_1_0(i_clk, i_reset, i_ce, i_s[3:2], i_l, S_0_01);
	wire	[33:0]	S_0_02;
	bimpy #(NB) initialmpy_2_0(i_clk, i_reset, i_ce, i_s[5:4], i_l, S_0_02);
	wire	[33:0]	S_0_03;
	bimpy #(NB) initialmpy_3_0(i_clk, i_reset, i_ce, i_s[7:6], i_l, S_0_03);
	wire	[33:0]	S_0_04;
	bimpy #(NB) initialmpy_4_0(i_clk, i_reset, i_ce, i_s[9:8], i_l, S_0_04);
	wire	[33:0]	S_0_05;
	bimpy #(NB) initialmpy_5_0(i_clk, i_reset, i_ce, i_s[11:10], i_l, S_0_05);
	wire	[33:0]	S_0_06;
	bimpy #(NB) initialmpy_6_0(i_clk, i_reset, i_ce, i_s[13:12], i_l, S_0_06);
	wire	[33:0]	S_0_07;
	bimpy #(NB) initialmpy_7_0(i_clk, i_reset, i_ce, i_s[15:14], i_l, S_0_07);
	wire	[33:0]	S_0_08;
	bimpy #(NB) initialmpy_8_0(i_clk, i_reset, i_ce, i_s[17:16], i_l, S_0_08);
	wire	[33:0]	S_0_09;
	bimpy #(NB) initialmpy_9_0(i_clk, i_reset, i_ce, i_s[19:18], i_l, S_0_09);
	wire	[33:0]	S_0_10;
	bimpy #(NB) initialmpy_10_0(i_clk, i_reset, i_ce, i_s[21:20], i_l, S_0_10);
	wire	[33:0]	S_0_11;
	bimpy #(NB) initialmpy_11_0(i_clk, i_reset, i_ce, i_s[23:22], i_l, S_0_11);
	wire	[33:0]	S_0_12;
	bimpy #(NB) initialmpy_12_0(i_clk, i_reset, i_ce, i_s[25:24], i_l, S_0_12);
	wire	[33:0]	S_0_13;
	bimpy #(NB) initialmpy_13_0(i_clk, i_reset, i_ce, i_s[27:26], i_l, S_0_13);
	wire	[33:0]	S_0_14;
	bimpy #(NB) initialmpy_14_0(i_clk, i_reset, i_ce, i_s[29:28], i_l, S_0_14);
	wire	[33:0]	S_0_15;
	bimpy #(NB) initialmpy_15_0(i_clk, i_reset, i_ce, i_s[31:30], i_l, S_0_15);
	initial	A_0 = 0;
	always @(posedge i_clk)
	if(i_reset)
		A_0 <= 1'b0;
	else if (i_ce)
		A_0 <= i_aux;
	reg	[(37-1):0]	S_1_00;  
	reg	[(37-1):0]	S_1_01;  
	reg	[(37-1):0]	S_1_02;  
	reg	[(37-1):0]	S_1_03;  
	reg	[(37-1):0]	S_1_04;  
	reg	[(37-1):0]	S_1_05;  
	reg	[(37-1):0]	S_1_06;  
	reg	[(37-1):0]	S_1_07;  
	reg	A_1;
	initial	S_1_00 = 0;
	initial	S_1_01 = 0;
	initial	S_1_02 = 0;
	initial	S_1_03 = 0;
	initial	S_1_04 = 0;
	initial	S_1_05 = 0;
	initial	S_1_06 = 0;
	initial	S_1_07 = 0;
	always @(posedge i_clk)
	if(i_reset)
	begin
		S_1_00 <= 0;
		S_1_01 <= 0;
		S_1_02 <= 0;
		S_1_03 <= 0;
		S_1_04 <= 0;
		S_1_05 <= 0;
		S_1_06 <= 0;
		S_1_07 <= 0;
	end else if (i_ce)
	begin
		S_1_00 <= { 2'b0, S_0_00 } + { S_0_01, 2'b0 };
		S_1_01 <= { 2'b0, S_0_02 } + { S_0_03, 2'b0 };
		S_1_02 <= { 2'b0, S_0_04 } + { S_0_05, 2'b0 };
		S_1_03 <= { 2'b0, S_0_06 } + { S_0_07, 2'b0 };
		S_1_04 <= { 2'b0, S_0_08 } + { S_0_09, 2'b0 };
		S_1_05 <= { 2'b0, S_0_10 } + { S_0_11, 2'b0 };
		S_1_06 <= { 2'b0, S_0_12 } + { S_0_13, 2'b0 };
		S_1_07 <= { 2'b0, S_0_14 } + { S_0_15, 2'b0 };
	end
	initial	A_1 = 0;
	always @(posedge i_clk)
	if(i_reset)
		A_1 <= 1'b0;
	else if (i_ce)
		A_1 <= A_0;
	reg	[(42-1):0]	S_2_00;  
	reg	[(42-1):0]	S_2_01;  
	reg	[(42-1):0]	S_2_02;  
	reg	[(42-1):0]	S_2_03;  
	reg	A_2;
	initial	S_2_00 = 0;
	initial	S_2_01 = 0;
	initial	S_2_02 = 0;
	initial	S_2_03 = 0;
	always @(posedge i_clk)
	if(i_reset)
	begin
		S_2_00 <= 0;
		S_2_01 <= 0;
		S_2_02 <= 0;
		S_2_03 <= 0;
	end else if (i_ce)
	begin
		S_2_00 <= { 4'b0, S_1_00 } + { S_1_01, 4'b0 };
		S_2_01 <= { 4'b0, S_1_02 } + { S_1_03, 4'b0 };
		S_2_02 <= { 4'b0, S_1_04 } + { S_1_05, 4'b0 };
		S_2_03 <= { 4'b0, S_1_06 } + { S_1_07, 4'b0 };
	end
	initial	A_2 = 0;
	always @(posedge i_clk)
	if(i_reset)
		A_2 <= 1'b0;
	else if (i_ce)
		A_2 <= A_1;
	reg	[(51-1):0]	S_3_00;  
	reg	[(51-1):0]	S_3_01;  
	reg	A_3;
	initial	S_3_00 = 0;
	initial	S_3_01 = 0;
	always @(posedge i_clk)
	if(i_reset)
	begin
		S_3_00 <= 0;
		S_3_01 <= 0;
	end else if (i_ce)
	begin
		S_3_00 <= { 8'b0, S_2_00 } + { S_2_01, 8'b0 };
		S_3_01 <= { 8'b0, S_2_02 } + { S_2_03, 8'b0 };
	end
	initial	A_3 = 0;
	always @(posedge i_clk)
	if(i_reset)
		A_3 <= 1'b0;
	else if (i_ce)
		A_3 <= A_2;
	reg	[(64-1):0]	S_4_00;  
	reg	A_4;
	initial	S_4_00 = 0;
	always @(posedge i_clk)
	if(i_reset)
	begin
		S_4_00 <= 0;
	end else if (i_ce)
	begin
		S_4_00 <= { 13'b0, S_3_00 } + { S_3_01 
[47:0], 16'b0 };
	end
	initial	A_4 = 0;
	always @(posedge i_clk)
	if(i_reset)
		A_4 <= 1'b0;
	else if (i_ce)
		A_4 <= A_3;
	assign	o_p = S_4_00[(NA+NB-1):0];
	assign	o_aux = A_4;
	wire	[3-1:0]	unused;
	assign	unused = { S_3_01[50:48] };
endmodule
```

==> qor.yml <==
synthesis:
  yosys-top-cells-count: "ha_1, dfxtp_1, nor2_1"
  postSynthAreaPerCell_um2: 8.16
  post-synth-top-area-fraction: 0.247
  synthCells: 13000
  synth.largest_area_cell: "dfxtp_1"
  ff_type: "dfxtp_1"
  synth-seq-area-share: 0.247
  netlist.top_cell.by_instances: "ha_1"
  ys_cells: 13000
  netlist_top_cells_area: "dfxtp_1, ha_1, and2_1"
  synth.lib_cells_used.distinct: 95
  mapped_cell_area_mm2: 0.106
  synth-warning-count: 5
  yosys_register_bits: 1309
  ys_async_sr_fraction: 0
  synth-area-yosys_mm2: 0.106
  post_synth_tally_of_flip_flops_with_integrated_enable: 0
cts:
  post-cts-setup-buffers: 0
  cts-resized-gates: 0
  cts.path.max_buffers: 3
  htree_num_levels: 4
  tritoncts_clock_tree: "built"
  tritoncts.num_buffers: 159
  clock_insertion_delay_worst_skew_ns: 0.82
  clk_slew_on_worst_s_h_paths_ns: 0.06
  clock_tree_root_driver_cell: "clkbuf_16"
  tritoncts_num_sinks: 1309
  hold_buffer_count_at_cts: 0
global_routing:
  antenna_found_initial: 32
  gr-total-overflow: 0
  number_of_global_route_vias_before_repair: 83800
  grt_max_degree: 148
  global_route.usage.total: 0.293
  global_route_wire_length_before_repair_um: 484000
worst_setup_path:
  worst_ep_required_time_ns: 12.63
  worst-endpoint-arrival_ns: 6.61
  r2r.worst_path.cells: 17
  setup.worst_path.start: "i_ce"
  crit_path_end: "umpy.S_2_02[28]$_SDFFE_PP0P_"
  critPathMaxFanout: 58
  reg2reg_setup_slack_ns: 6.68
  rr_endpoint: "umpy.initialmpy_0_0.o_r[30]$_SDFFE_PP0P_"
  endpoint_kind: "flip-flop"
  critical_setup_path_kind: "in2reg"
  critPathMostFrequentCell: "buf_4"
  worstPathCellList: "buf_8, buf_4, buf_4, buf_4, buf_4, buf_4, o311ai_0, a21oi_1"
  critPathLaunchType: "input pin"
  worstReg2RegStart: "u_s[1]$_SDFFE_PP0P_"
  critPathMaxStageDelay_ns: 0.74
  critical_path.slowest_cell: "buf_4"
job:
  warning_count: 46
  cap_violations: 0
final_layout:
  final_layout_size_suffix_gt1_frac: 0.0399
  finish.utilization: 0.548
  area_delta_synth_final_pct: 8.54
  logic_area_mm2: 0.0767
  fillerInstances: 18900
  final_area_mm2: 0.115
  seq_area_mm2: 0.0262
sta:
  report.final.setup_viol: 0
  maxClockFrequency_mhz: 170
  final_max_slew_viol_count: 0
  rsz_0062_raised_after_global_routing: "false"
  worst-slew-pin-transition_ns: 1.05
  timing.setup.tns_ns: 0
  final.hold.worst_slack_ns: 0.458
  slew_headroom: 0.282
  finClkSkew_ns: 0.0232
  timing.final.crit_share: 0.494
  finalWorstPathRequiredPeriod_ns: 5.88
  timing.final.hold_violations: 0
run_status:
  outcome: "finished clean"
floorplan:
  area_of_the_core_mm2: 0.210
  fp.dieH_um: 463
  die-width_um: 463
  initCoreUtil: 0.505
  floorplan.io_pins: 133
  std_cell_rows: 168
  die-area_mm2: 0.214
power_and_ir_drop:
  internal_power_mw: 8.09
  power.share.switching: 0.286
  seq_pwr_share: 0.410
  power.ir.vdd_worst_mv: 0.141
  pwr-share-comb: 0.151
  power.density_cell_area_mw_per_mm2: 98.3
  clock_power_share: 0.439
  leakage_nw: 56.4
  power.switching_mw: 3.24
drt:
  avgRoutedWirePerCell_um: 19.8
  aggregate_routed_wire_length_um: 312000
  number_of_design_rule_violations_left_by_the_first_detailed_router_iteration: 6027
  drtAntennaViolNets: 0
  routed-via-count: 91100
  avgViaCountPerCell: 5.77
  drt_first_pass_iters: 6
  detail_route.drc_violations: 0
place:
  portBuffers: 132
  postPlaceCellArea_mm2: 0.110
  detailedPlacementHpwl_um: 235000
  gpl.final_weighted_congestion: 0.980
worst_hold_path:
  timing.hold.worst.class: "reg2reg"
[final cells by class]
type / count / area share
multi-input combinational: 10900 / 0.666
sequential: 1309 / 0.227
clock buffer: 220 / 0.0392
tap: 2805 / 0.0305
timing repair buffer: 292 / 0.0226
inverter: 220 / 0.00723
clock inverter: 63 / 0.00685
antenna: 27 / 0.000586
[routing by layer]
| layer | track usage | vias to the layer above | share of wire | wire length (µm) |
|---|---|---|---|---|
| met5 | 0 | - | 0.000042 | 13 |
| met4 | 0.0546 | 2 | 0.022 | 6750 |
| met3 | 0.0637 | 362 | 0.072 | 22500 |
| met2 | 0.422 | 2014 | 0.41 | 128000 |
| met1 | 0.457 | 42400 | 0.49 | 154000 |
| li1 | - | 46400 | - | - |
[registers in the layout, indices dropped and copies added, names as in the netlist, 40 cells and up]
name	cells
umpy.S_4_00	64
umpy.S_2_03	40
umpy.S_3_01	48
o_p	64
umpy.S_3_00	51
umpy.S_2_02	42
umpy.S_2_01	42
umpy.S_2_00	42
[metrics by stage]
stage	setup WS, ns	total power [mW]	cells
after floorplan	6.66	5.83	13000
after global placement	5.34	6.41	15500
after detailed placement	5.24	6.43	15500
after CTS	6.11	11.4	15800
after global routing	5.85	11.8	15800
final	6.02	11.3	15800
[worst min path at each step]
stage / startpoint / end / slack, ns / depth (start not counted)
4_1_cts: o_p[39]$_SDFFE_PP0P_ / o_p[39]$_SDFFE_PP0P_ / 0.46 / 2
5_1_grt: umpy.initialmpy_10_0.o_r[20]$_SDFFE_PP0P_ / umpy.initialmpy_10_0.o_r[20]$_SDFFE_PP0P_ / 0.48 / 2
6_report: o_p[32]$_SDFFE_PP0P_ / o_p[32]$_SDFFE_PP0P_ / 0.46 / 2
[logic make-up (layout without fill, tap and decap cells)]
family | Yosys count | after routing | share of synthesized area
buf+inv | 854 | 795 | 0.0308
other cells | 0 | 27 | 0
fa+ha+maj | 1517 | 1517 | 0.181
flops | 1309 | 1309 | 0.247
compound gates | 3482 | 3482 | 0.209
simple gates | 4351 | 4351 | 0.202
mux | 533 | 533 | 0.0503
xor+xnor | 968 | 968 | 0.0799
[layout by cell type, fill, tap and decap left out, types with 154 or more instances in the layout]
cell / count
ha_1: 1486
nand2_1: 906
a21o_1: 576
o21ai_0: 859
a21oi_1: 903
nand3_1: 211
inv_1: 217
xor2_1: 448
nor3_1: 163
buf_4: 154
xnor2_1: 520
nor2_1: 1299
and2_1: 1055
mux2i_1: 531
a211oi_1: 252
dfxtp_1: 1307
clkbuf_16: 162
[power groups by stage]
| stage | Sequential, mW | Combinational, mW | Clock (mW) |
|---|---|---|---|
| CTS | 4.65 | 1.70 | 5.08 |
| finish | 4.65 | 1.71 | 4.97 |
| global route | 4.67 | 1.87 | 5.25 |
[worst max-delay path, delay by kind of cell]
kind                   cells  cell delay, ns
AOI/OAI and AO/OA          2            0.45
buffers and inverters      6            3.60
No activity file was given, so power comes from the tool's default toggle rates.
