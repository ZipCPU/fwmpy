**design.v**
```verilog
module	bimpy(i_clk, i_reset, i_ce, i_a, i_b, o_r);
	parameter	BW=18, LUTB=2;
	input				i_clk, i_reset, i_ce;
	input		[(LUTB-1):0]	i_a;
	input		[(BW-1):0]	i_b;
	output	reg	[(BW+LUTB-1):0]	o_r;
	wire	[(BW+LUTB-2):0]	w_r;
	wire	[(BW+LUTB-3):1]	c;
	assign	w_r =  { ((i_a[1])?i_b:{(BW){1'b0}}), 1'b0 }
				^ { 1'b0, ((i_a[0])?i_b:{(BW){1'b0}}) };
	assign	c = { ((i_a[1])?i_b[(BW-2):0]:{(BW-1){1'b0}}) }
			& ((i_a[0])?i_b[(BW-1):1]:{(BW-1){1'b0}});
	initial	o_r = 0;
	always @(posedge i_clk)
		if (i_reset)
			o_r <= 0;
		else if (i_ce)
			o_r <= w_r + { c, 2'b0 };
endmodule
module sgnmpy_12x12(i_clk, i_reset, i_ce, i_a, i_b, i_aux, o_p, o_aux);
	parameter	NA=12, NB=12, DLY=5;
	input					i_clk, i_reset, i_ce;
	input		signed	[(NA-1):0]	i_a;
	input		signed	[(NB-1):0]	i_b;
	input					i_aux;
	output	reg	signed	[(NA+NB-1):0]	o_p;
	output	reg				o_aux;
	localparam NS = (NA < NB) ? NA : NB;
	localparam NL = (NA < NB) ? NB : NA;
	wire	[(NS-1):0]	i_s;	 
	wire	[(NL-1):0]	i_l;	 
	generate if (NA < NB)
	begin : BITADJ
		assign	i_s = i_a;
		assign	i_l = i_b;
	end else begin
		assign	i_s = i_b;
		assign	i_l = i_a;
	end endgenerate
	reg		[(NS-1):0]	u_s;
	reg		[(NL-1):0]	u_l;
	reg		[(DLY-1):0]	u_sgn;
	reg				u_aux;
	initial	u_aux = 1'b0;
	always @(posedge i_clk)
	if(i_reset)
			u_aux <= 1'b0;
		else if (i_ce)
			u_aux <= i_aux;
	initial	u_s = 0;
	initial	u_l = 0;
	always @(posedge i_clk)
	if(i_reset)
	begin
		u_s <= 0;
		u_l <= 0;
	end else if (i_ce)
	begin
		u_s <= (i_s[NS-1])?(-i_s):i_s;
		u_l <= (i_l[NL-1])?(-i_l):i_l;
	end
	initial	u_sgn = 0;
	always @(posedge i_clk)
	if(i_reset)
		u_sgn <= 0;
	else if (i_ce)
		u_sgn <= { u_sgn[(DLY-2):0], ((i_s[NS-1])^(i_l[NL-1])) };
	wire	[(NA+NB-1):0]	u_r;
	wire			w_aux;
	umpy_12x12	umpy(i_clk, i_reset, i_ce, u_s, u_l, u_aux, u_r, w_aux);
	initial	o_p = 0;
	always @(posedge i_clk)
	if(i_reset)
		o_p <= 0;
	else if (i_ce)
		o_p <= (u_sgn[DLY-1])?(-u_r):u_r;
	initial	o_aux = 1'b0;
	always @(posedge i_clk)
	if(i_reset)
		o_aux <= 1'b0;
	else if (i_ce)
		o_aux <= w_aux;
endmodule
module umpy_12x12(i_clk, i_reset, i_ce, i_a, i_b, i_aux, o_p, o_aux);
	parameter	NA=12, NB=12;
	input					i_clk, i_reset, i_ce;
	input		signed	[(NA-1):0]	i_a;
	input		signed	[(NB-1):0]	i_b;
	input					i_aux;
	output	reg	signed	[(NA+NB-1):0]	o_p;
	output	reg				o_aux;
	localparam NS = (NA < NB) ? NA : NB;
	localparam NL = (NA < NB) ? NB : NA;
	wire	[(NS-1):0]	i_s;	 
	wire	[(NL-1):0]	i_l;	 
	generate if (NA < NB)
	begin : BITADJ
		assign	i_s = i_a;
		assign	i_l = i_b;
	end else begin
		assign	i_s = i_b;
		assign	i_l = i_a;
	end endgenerate
	reg	A_0;
	wire	[13:0]	S_0_00;
	bimpy #(NB) initialmpy_0_0(i_clk, i_reset, i_ce, i_s[1:0], i_l, S_0_00);
	wire	[13:0]	S_0_01;
	bimpy #(NB) initialmpy_1_0(i_clk, i_reset, i_ce, i_s[3:2], i_l, S_0_01);
	wire	[13:0]	S_0_02;
	bimpy #(NB) initialmpy_2_0(i_clk, i_reset, i_ce, i_s[5:4], i_l, S_0_02);
	wire	[13:0]	S_0_03;
	bimpy #(NB) initialmpy_3_0(i_clk, i_reset, i_ce, i_s[7:6], i_l, S_0_03);
	wire	[13:0]	S_0_04;
	bimpy #(NB) initialmpy_4_0(i_clk, i_reset, i_ce, i_s[9:8], i_l, S_0_04);
	wire	[13:0]	S_0_05;
	bimpy #(NB) initialmpy_5_0(i_clk, i_reset, i_ce, i_s[11:10], i_l, S_0_05);
	initial	A_0 = 0;
	always @(posedge i_clk)
	if(i_reset)
		A_0 <= 1'b0;
	else if (i_ce)
		A_0 <= i_aux;
	reg	[(17-1):0]	S_1_00;  
	reg	[(17-1):0]	S_1_01;  
	reg	[(17-1):0]	S_1_02;  
	reg	A_1;
	initial	S_1_00 = 0;
	initial	S_1_01 = 0;
	initial	S_1_02 = 0;
	always @(posedge i_clk)
	if(i_reset)
	begin
		S_1_00 <= 0;
		S_1_01 <= 0;
		S_1_02 <= 0;
	end else if (i_ce)
	begin
		S_1_00 <= { 2'b0, S_0_00 } + { S_0_01, 2'b0 };
		S_1_01 <= { 2'b0, S_0_02 } + { S_0_03, 2'b0 };
		S_1_02 <= { 2'b0, S_0_04 } + { S_0_05, 2'b0 };
	end
	initial	A_1 = 0;
	always @(posedge i_clk)
	if(i_reset)
		A_1 <= 1'b0;
	else if (i_ce)
		A_1 <= A_0;
	reg	[(22-1):0]	S_2_00;  
	reg	[(22-1):0]	S_2_01;  
	reg	A_2;
	initial	S_2_00 = 0;
	initial	S_2_01 = 0;
	always @(posedge i_clk)
	if(i_reset)
	begin
		S_2_00 <= 0;
		S_2_01 <= 0;
	end else if (i_ce)
	begin
		S_2_00 <= { 4'b0, S_1_00 } + { S_1_01, 4'b0 };
		S_2_01 <= { 5'b0, S_1_02 };
	end
	initial	A_2 = 0;
	always @(posedge i_clk)
	if(i_reset)
		A_2 <= 1'b0;
	else if (i_ce)
		A_2 <= A_1;
	reg	[(24-1):0]	S_3_00;  
	reg	A_3;
	initial	S_3_00 = 0;
	always @(posedge i_clk)
	if(i_reset)
	begin
		S_3_00 <= 0;
	end else if (i_ce)
	begin
		S_3_00 <= { 2'b0, S_2_00 } + { S_2_01 
[15:0], 8'b0 };
	end
	initial	A_3 = 0;
	always @(posedge i_clk)
	if(i_reset)
		A_3 <= 1'b0;
	else if (i_ce)
		A_3 <= A_2;
	assign	o_p = S_3_00[(NA+NB-1):0];
	assign	o_aux = A_3;
	wire	[6-1:0]	unused;
	assign	unused = { S_2_01[21:16] };
endmodule
```
**run.sh**
```bash
#!/bin/bash
# OpenROAD 26Q1-2900-gdf79404cd8, Yosys 0.63+post, stock flow scripts
make -C /OpenROAD-flow-scripts/flow DESIGN_CONFIG=/design/flow/config.mk WORK_HOME=/design/flow/orfs finish
```
**config.mk**
```make
export PLATFORM = sky130hd
export DESIGN_NAME = sgnmpy_12x12
export DESIGN_NICKNAME = sgnmpy_12x12
export VERILOG_FILES = /design/flow/design.v
export SDC_FILE = /design/flow/constraint.sdc
export NUM_CORES = 4
export LEC_CHECK = 1
export CORE_UTILIZATION = 40
```
**constraint.sdc**
```tcl
current_design sgnmpy_12x12

set clk_period 8.7
set clk_io_pct 0.2

create_clock -name clk0 -period $clk_period [get_ports {i_clk}]

set non_clock_inputs [all_inputs -no_clocks]
set_input_delay [expr $clk_period * $clk_io_pct] -clock clk0 $non_clock_inputs
set_output_delay [expr $clk_period * $clk_io_pct] -clock clk0 [all_outputs]
```
==> summary.rpt <==
IMPLEMENTATION SUMMARY REPORT
----------------------------------------------------
[Outcome]
  Outcome ........................ completed

[Synth]
  Netlist area before placement ........................ 16500 um2
  Total cells reported by yosys after synthesis ........................ 1949
  Biggest area cells ........................ dfxtp_1, ha_1, mux2i_1
  Registers, synthesis ........................ 255
  Number of synthesized flops with an enable pin ........................ 0
  Most repeated cell in the gate-level netlist after synthesis ........................ dfxtp_1
  Mean area per synthesized cell ........................ 8.47 um2
  Sequential cell area fraction in the yosys report ........................ 30.9%
  Top cells by count ........................ dfxtp_1, nor2_1, ha_1, and2_1, nand2_1
  Synth warnings ........................ 5
  Post-synthesis cell count ........................ 1949
  Fraction of synthesized cell area taken by the top area cell type ........................ 30.9%
  Primary flip-flop cell chosen by synthesis mapping ........................ dfxtp_1
  Area of the synthesized netlist per yosys stat ........................ 16500 um2
  Synth unique cells ........................ 65
  Largest area contributor in the synthesized netlist ........................ dfxtp_1
  Fraction of registers with async set/reset ........................ 0%

[Placement]
  Count of buffers inserted at the top-level ports ........................ 52
  Placed inst area ........................ 17400 um2
  Post-detail-place hpwl ........................ 27900 um
  Worst slack after detailed placement ........................ 4790 ps
  GPL Wtd Cong ........................ 0.885

[Global route]
  Most heavily used metal layer in global routing ........................ met1
  Total track usage ........................ 19.2%
  Congestion Overflow GR ........................ 0
  Initial antenna violation count ........................ 0
  Global-route track usage on met3 ........................ 2.92%
  Met2 demand-to-capacity share in global routing ........................ 28.7%
  Number of global-route vias before repair ........................ 12000
  Largest net degree at the start of global routing ........................ 74
  First-pass GRT wire length ........................ 63400 um
  Grt met1 use ........................ 29.7%

[Clocking]
  TritonCTS clock tree ........................ done
  Post-cts hold-fix buffer tally ........................ 0
  Number of sinks on the clock net ........................ 255
  Clock tree buffer depth ........................ 3
  Clk root buf ........................ clkbuf_16
  TritonCTS Buffers ........................ 28
  Post-cts gate resize count ........................ 0
  Number of H-tree levels ........................ 1
  Clock slew seen by the registers of the worst setup and hold paths ........................ 60 ps
  Clk Latency, worst-skew pair ........................ 560 ps
  Post-CTS setup buffer count ........................ 0

[Worst setup path]
  Data arrival, critical path ........................ 3800 ps
  Largest driver fanout on the critical path ........................ 13
  Nature of the critical path endpoint ........................ flop
  CP startpoint kind ........................ flop
  Data required time of the worst path ........................ 9120 ps
  Type of the worst setup path ........................ flop to flop

[Timing]
  Achievable clock frequency ........................ 0.296 GHz
  Final max-slew violation count ........................ 0
  Normalized max-slew margin ........................ 43.7%
  Sum of negative setup slack ........................ 0 ps
  Transition time at the pin with the least slew margin ........................ 844 ps
  Worst clock skew ........................ 20.0 ps
  Final-report hold violation count ........................ 0
  Final Critical Period ........................ 3380 ps
  Crit path setup slack, layout ........................ 5320 ps
  Unrepaired setup endpoints after global routing ........................ no
  Worst hold slack ........................ 454 ps
  Final setup violating endpoints ........................ 0
  Share of the clock period used by the worst path after layout ........................ 38.9%

[Run]
  Log Warnings ........................ 25
  Number of maximum-capacitance violations ........................ 0

[Route]
  Wirelength, routed ........................ 38600 um
  Tally of nets with antenna violations remaining after routing ........................ 0
  Via count normalized by instance count ........................ 5.23
  Number of antenna diodes ........................ 0
  Routed vias ........................ 13100
  Detailed-router iteration count before antenna repair ........................ 5
  Final routed DRC violation total ........................ 0
  Iteration-0 DRC Markers ........................ 675
  Average wire length per cell after detail routing ........................ 15.4 um

[Die]
  Chip width ........................ 205 um
  Initial standard-cell utilization of the core ........................ 40.5%
  Standard-cell rows ........................ 74
  Standard cell core area ........................ 40700 um2
  Die Y-Extent ........................ 205 um
  Die Footprint ........................ 42100 um2
  IO Pins ........................ 53

[Min path]
  Worst hold-check path type ........................ flop to flop

[Layout]
  Ratio of cells with drive above 1 in the final layout ........................ 4.06%
  Fillcell total ........................ 3874
  FF/Latch Area ........................ 5100 um2
  Final instance area ........................ 18400 um2
  Synth-to-Final Area Change ........................ 11.7%
  Total area of multi-input combinational cells ........................ 10800 um2

[Power and ir drop]
  Power density normalized to cell area ........................ 152 nW/um2
  Max rail drop VDD ........................ 0.000155 V
  Leakage component of the power ........................ 0.00825 uW

----------------------------------------------------
==> metal layers <==
layer | share of wire, % | up-vias
met5 | 0 | -
met4 | 2.4 | 0
met3 | 4.1 | 57
met2 | 42 | 196
met1 | 51 | 5931
li1 | - | 6894
==> worst max-delay path, stage by stage (launching register included) <==
cell,delay (ps)
dfxtp_1,870
and2_1,230
ha_1,240
ha_1,320
nor2b_1,160
o21a_1,180
o21ai_0,360
a211oi_1,190
a311oi_1,370
xor2_1,220
o21ai_0,90
==> cells in the final DEF, fill, tap and decap left out, drive strengths merged, types with 12 or more instances in the layout <==
cell type / netlist / layout
mux2i: 100 / 100
xor2: 80 / 80
o21a: 12 / 12
a211oi: 66 / 66
clkbuf: 79 / 38
nand3: 26 / 26
and2: 139 / 139
a21oi: 99 / 99
or3: 18 / 18
o31ai: 17 / 17
o21bai: 18 / 18
nand2: 135 / 135
xnor2: 50 / 50
dfxtp: 255 / 255
inv: 50 / 50
nor2: 244 / 244
a21o: 32 / 32
nor3: 41 / 41
nor2b: 17 / 17
a31oi: 15 / 15
buf: 20 / 17
o21ai: 123 / 123
nand2b: 15 / 15
clkdlybuf4s50: 0 / 50
ha: 198 / 198
==> path summary, 6_finish.rpt <==
kind | start | endpoint | slack (ps) | cells after the start
worst max-delay path | u_s[3] | umpy.initialmpy_4_0.o_r[12] | 5320 | 10
worst min-delay path | o_p[20] | o_p[20] | 450 | 2
worst max register to register | u_s[3] | umpy.initialmpy_4_0.o_r[12] | 5320 | 10
worst min register to register | o_p[20] | o_p[20] | 450 | 2
==> where the power goes <==
part | switching, uW | internal (uW)
Combinational | 163 | 122
Clock | 488 | 768
Sequential | 52.6 | 1200
==> final cells by class <==
| cell class | instances | share of cell area [%] |
|---|---|---|
| Clock buffer | 38 | 4.17 |
| Clock inverter | 14 | 1.15 |
| Inverter | 50 | 1.02 |
| Multi-Input combinational cell | 1545 | 58.9 |
| Sequential cell | 255 | 27.7 |
| Tap cell | 532 | 3.61 |
| Timing Repair Buffer | 67 | 3.47 |
==> per-stage QoR <==
| stage | total power, uW | util, % | instances |
|---|---|---|---|
| floorplan | 1470 | - | 1949 |
| global placement | 1570 | 42.8 | 2449 |
| detailed placement | 1570 | 42.8 | 2449 |
| CTS | 2830 | 45.2 | 2501 |
| global route | 2920 | 45.2 | 2501 |
| finish | 2800 | 45.2 | 2501 |
==> logic make-up after synthesis <==
| family | share of synthesized area, % |
|---|---|
| AOI/OAI and AO/OA | 17.0 |
| xor gates and xnor gates | 6.90 |
| adders and majority gates | 16.4 |
| buffers and inverters | 3.40 |
| DFF | 30.9 |
| muxes | 6.07 |
| and+or+nand+nor | 19.4 |
==> state kept, by name, indices dropped and copies added, names as in the netlist, 5 cells and up <==
signal / cells
u_sgn: 5
umpy.initialmpy_0_0.o_r: 14
umpy.S_3_00: 24
umpy.initialmpy_2_0.o_r: 14
umpy.initialmpy_1_0.o_r: 14
umpy.S_1_00: 17
umpy.initialmpy_5_0.o_r: 14
u_s: 12
umpy.S_2_00: 22
umpy.S_2_01: 16
umpy.initialmpy_3_0.o_r: 14
umpy.initialmpy_4_0.o_r: 14
umpy.S_1_02: 16
umpy.S_1_01: 17
o_p: 24
u_l: 12
No activity file was given, so power comes from the tool's default toggle rates.
